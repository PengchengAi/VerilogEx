$ cat flow/design.v
module seq_id(clk, rst_n, X, S);
  input clk, rst_n;
  input X;
  output S;
  parameter init = 6'b000001,
            A    = 6'b000010,
            B    = 6'b000100,
            C    = 6'b001000,
            D    = 6'b010000,
            E    = 6'b100000;
  reg [5:0] current_state, next_state;
  always @(posedge clk or negedge rst_n)
  begin
    if(!rst_n)
      current_state <= 0;
    else
      current_state <= next_state;
  end
  always @(rst_n, current_state, X)
  begin
    if(!rst_n)
      next_state <= init;
    else
      case(current_state)
        init: if(X) next_state <= A; else next_state <= init;
        A: if(X) next_state <= A; else next_state <= B;
        B: if(X) next_state <= C; else next_state <= init;
        C: if(X) next_state <= D; else next_state <= B;
        D: if(X) next_state <= A; else next_state <= E; 
        E: if(X) next_state <= C; else next_state <= init;
        default: next_state <= init;
      endcase
  end
  assign S = (current_state == E);
endmodule
$ cat flow/run.sh
#!/bin/bash
# OpenROAD 26Q1-2900-gdf79404cd8, Yosys 0.63+post, stock flow scripts
make -C /OpenROAD-flow-scripts/flow DESIGN_CONFIG=/design/flow/config.mk WORK_HOME=/design/flow/orfs finish
$ cat flow/config.mk
export PLATFORM = sky130hd
export DESIGN_NAME = seq_id
export DESIGN_NICKNAME = seq_id
export VERILOG_FILES = /design/flow/design.v
export SDC_FILE = /design/flow/constraint.sdc
export NUM_CORES = 4
export LEC_CHECK = 1
export CORE_AREA = 10 10 70 70
export DIE_AREA = 0 0 80 80
$ cat flow/constraint.sdc
current_design seq_id

set clk_period 1.0
set clk_io_pct 0.2

create_clock -name clk0 -period $clk_period [get_ports {clk}]

set non_clock_inputs [all_inputs -no_clocks]
set_input_delay [expr $clk_period * $clk_io_pct] -clock clk0 $non_clock_inputs
set_output_delay [expr $clk_period * $clk_io_pct] -clock clk0 [all_outputs]
==> design notes <==
Per the placement log, port buffering inserted 3 buffers. The run gives 0.000125 W for the net switching component of the power. The post-synthesis cell count from yosys is 17, and the total power divided by cell area is 1500 mW/mm^2. Sorting the Yosys area breakdown by cell type puts at the top sky130_fd_sc_hd__dfrtp_1. The run gives 7 as the clock sink total. The netlist uses 12 different library cells.

current_state holds more flip-flops than any other register. The tools report the portion of the post-synthesis area used by sequential elements as 72.7%. The completed layout was analyzed and its total power is 0.000592 W. Mapped cell area: 243 sq um. The tools report the launching element type of the critical path as a flop. Per the STA report, the cell with the highest stage delay on the worst path is sky130_fd_sc_hd__dfrtp_1.

At the later pin of the worst-skew pair, clock insertion delay measures 0.25 ns. The floorplan step set the die width to 80 um. Hold is met by 0.193 ns.

The run gives 43.7% as the relative contribution of the clock network to total power. Per the finish-stage timing summary, setup violations number 0. Entering global routing, the biggest net connects 11 pins. By instance count after routing, the leading logic cell types are 6 x sky130_fd_sc_hd__dfrtp_1, 5 x sky130_fd_sc_hd__buf_4, 3 x sky130_fd_sc_hd__clkbuf_4.

The via total after detailed routing is 169. The worst setup path category is reg -> out. The register with the most flip-flops in the layout has 7 of them. The number of hold buffers added after cts is 0, and the maximum root-to-sink buffer count is 2.

The run gives 0 for the number of design rule violations left after detail routing. TritonCTS built the clock tree. The die is 80 um tall.

The post-route netlist has 37.9% of its cells at a drive strength greater than 1. For this block, the routed nets add up to 438 um of wire. Per the power-grid run, VDD falls by no more than 285 uV. The die area was 0.00640 sq mm. Yosys attributes the largest share of cell area to sky130_fd_sc_hd__dfrtp_1 62%, sky130_fd_sc_hd__dfstp_2 11%, sky130_fd_sc_hd__o211a_1 4.1%, sky130_fd_sc_hd__o311a_1 4.1%, sky130_fd_sc_hd__and3b_1 3.6%. The critical path goes through buf_2. The final instance area is 394 sq um, and the final hold violation count is 0.

For the largest clock skew in the final design, the log shows 0.00577 ns. The layout overhead on the synthesized area was 62.4%. The run gives 3 for the initial DRC count. Routability-driven placement finished with a final weighted congestion of 0.708. Counting flops and latches in the post-synthesis netlist gives 7. The number of global-route vias before repair was 173.

After synthesis, the largest area contributor takes up 61.9% of total cell area. The critical-path maximum fanout was 2. The number of antenna violations at the first check in global routing is 0, and the post-route clock period utilization is 93.5%.

The required time at the worst-slack endpoint is 0.80 ns. Leaving out fill and tap cells, the most frequent cell in the layout is sky130_fd_sc_hd__dfrtp_1. Counting the buffers created by CTS gives 3.

Per the detail_route report, vias per standard cell equal 2.25. For the summed standard-cell area reported by yosys, the log shows 243 sq um. The run gives -0.216 ns as the setup slack at placement.

The mean routed wirelength per cell was 5.84 um; the endpoint arrival time on the critical path was 0.74 ns. The detailed-routing iteration count for the pre-antenna-repair pass is 2, and the number of logged tool warnings is 25. The run gives 1 as the number of warnings printed during yosys synthesis. Summed over all layers, the global routing overflow is 0. The floorplan has 21 rows. With the global routing usage summed across all routing layers at 1.60%, the average instance area after synthesis is 14.3 sq um.

For the fraction of power consumed by combinational cells, the log shows 6.1%. The run gives 0 as the total count of max-transition violations in the final report. The internal portion of the total power is 0.000466 W. H-tree depth: 1. The placed instances occupy a cell area of 360 sq um.

The floorplan step defined a core boundary enclosing 0.00342 sq mm. The first global-routing pass estimated 745 um of wire. On the critical path the largest part of the delay comes from flip-flops. Of the total power, the share spent switching nets is 21.2%. The largest registers in the layout are current_state: 7 flops. In the post-route analysis, the smallest setup slack over all paths is 0.0646 ns.

The number of maximum-capacitance violations recorded for the run is 0. Per the layout report, the design carries 398 filler cells. For the residual antenna-violating net count after detailed routing, the log shows 0. The run finished with clean final reports. The clock tree root buffer cell is sky130_fd_sc_hd__clkbuf_4.

Achievable frequency: 1070 MHz. Setup repair after global routing left no endpoint under its margin. After technology mapping, the gate count stands at 17.

With the critical path buffer and inverter count at 1, the clock-pin slew on the worst setup and hold paths is 0.05 ns. The starting density of the core is 7.11%, and the clock period minus worst slack is 0.935 ns. The I/O pin count was 4; the longest individual stage delay on the worst path was 0.37 ns. The share of total power in sequential cells was 50.2%; the static power due to leakage was 0.186 nW. The worst hold path class was in -> async. The logs give 70 for the number of placed instances with taps included and 0 for the number of antenna diodes. The worst setup path is captured at a primary output. Excluding fillers, the count of instances in the completed layout stands at 75.
## synthesized netlist by cell type
| cell type | n |
|---|---|
| sky130_fd_sc_hd__conb_1 | 1 |
| sky130_fd_sc_hd__nor3b_1 | 1 |
| sky130_fd_sc_hd__nor2b_1 | 1 |
| sky130_fd_sc_hd__o21ai_0 | 1 |
| sky130_fd_sc_hd__dfrtp_1 | 6 |
| sky130_fd_sc_hd__nor3_1 | 1 |
| sky130_fd_sc_hd__dfstp_2 | 1 |
| sky130_fd_sc_hd__o211a_1 | 1 |
| sky130_fd_sc_hd__o311a_1 | 1 |
| sky130_fd_sc_hd__and3_1 | 1 |
| sky130_fd_sc_hd__nor2_1 | 1 |
| sky130_fd_sc_hd__and3b_1 | 1 |
## cells by family (layout without fill, tap and decap cells)
| group | count (synthesis) | in the layout | synth area share [%] |
|---|---|---|---|
| flops | 7 | 7 | 72.7 |
| simple gates | 6 | 6 | 15.5 |
| compound gates | 3 | 3 | 10.3 |
| other cells | 1 | 1 | 1.54 |
| buf+inv | 0 | 12 | 0 |
## worst reg2reg max path, cell delays in order (launching register included)
cell	delay (ns)
sky130_fd_sc_hd__dfrtp_1	0.37
sky130_fd_sc_hd__buf_4	0.13
sky130_fd_sc_hd__buf_4	0.13
sky130_fd_sc_hd__o211a_1	0.20
## area by class of cell
class	count	area, sq um	area share, %
Tap cell	46	57.6	14.6
Timing Repair Buffer	8	62.6	15.9
Clock buffer	4	26.3	6.67
Multi-Input combinational cell	10	71.3	18.1
Sequential cell	7	176	44.8
## metal layers
metal / share of wire, % / track usage, % / up-vias
met5: 0 / 0 / -
li1: - / - / 83
met1: 49 / 1.88 / 79
met4: 0 / 0.176 / 0
met2: 33 / 1.61 / 7
met3: 18 / 2.27 / 0
## per-stage QoR
stage          TNS (ns)  utilization, %
2_1_floorplan         0               -
3_3_place_gp     -0.881            10.5
3_5_place_dp     -0.848            10.5
4_1_cts               0            11.4
5_1_grt               0            11.5
6_report              0            11.5
## repair_timing
item | in CTS | in global routing
endpoints found under the setup margin | 1 | 1
hold endpoints to repair | 0 | 0
pin swaps | 0 | 1
setup buffers | 1 | 0
resized | 3 | 2
## final timing paths
path | depth (start not counted) | slack (ns) | from | to
min | 1 | 0.19 | rst_n | current_state[1]
max reg2reg | 3 | 0.07 | current_state[1] | current_state[3]
max in group asynchronous | 2 | 0.37 | rst_n | current_state[0]
max | 1 | 0.06 | current_state[1] | S
min in group clk0 | 1 | 0.52 | current_state[3] | current_state[2]
min reg2reg | 1 | 0.52 | current_state[3] | current_state[2]
## power groups by stage
stage	sequential, W	combinational (W)	clock (W)
6_report	0.000297	0.0000362	0.000258
5_1_grt	0.000298	0.0000399	0.000290
4_1_cts	0.000296	0.0000353	0.000271
Power is estimated from default activity; no workload was simulated.
