[run.sh]
#!/bin/bash
# OpenROAD 26Q1-2900-gdf79404cd8, Yosys 0.63+post, stock flow scripts
make -C /OpenROAD-flow-scripts/flow DESIGN_CONFIG=/design/flow/config.mk WORK_HOME=/design/flow/orfs finish
[config.mk]
export PLATFORM = sky130hd
export DESIGN_NAME = adderN
export DESIGN_NICKNAME = adderN
export VERILOG_FILES = /design/flow/design.v
export SDC_FILE = /design/flow/constraint.sdc
export NUM_CORES = 4
export LEC_CHECK = 1
export CORE_AREA = 10 10 70 70
export DIE_AREA = 0 0 80 80
[constraint.sdc]
current_design adderN

set clk_period 2.3
set clk_io_pct 0.2

create_clock -name clk0 -period $clk_period

set non_clock_inputs [all_inputs -no_clocks]
set_input_delay [expr $clk_period * $clk_io_pct] -clock clk0 $non_clock_inputs
set_output_delay [expr $clk_period * $clk_io_pct] -clock clk0 [all_outputs]
[design.v]
module adder(A, B, Cin, S, Cout);
  input A, B, Cin;
  output S, Cout;
  assign S = A ^ B ^ Cin;
  assign Cout = A & B | B & Cin | A & Cin; 
endmodule
module adderN(A, B, Cin, S, Cout);
  input [3:0] A, B;
  input Cin;
  output [3:0] S;
  output Cout;
  wire Cout_1, Cout_2, Cout_3, Cout_4;
  adder a1(.A(A[0]), .B(B[0]), .Cin(Cin), .S(S[0]), .Cout(Cout_1));
  adder a2(.A(A[1]), .B(B[1]), .Cin(Cout_1), .S(S[1]), .Cout(Cout_2));
  adder a3(.A(A[2]), .B(B[2]), .Cin(Cout_2), .S(S[2]), .Cout(Cout_3));
  adder a4(.A(A[3]), .B(B[3]), .Cin(Cout_3), .S(S[3]), .Cout(Cout_4));
  assign Cout = Cout_4;
endmodule
==> impl_metrics.toml <==
# synthesis and place-and-route metrics
[synth]
yosysChipArea_um2 = 148
largest_area_cell = "fa_1"
synth_area_per_cell_um2 = 8.20
synth_warnings = 0
syn-cell-area_um2 = 148
area_leaders = "fa_1, inv_1, buf_4"
yosysCellCount = 18
synth_cell_types = 3
syn_inst = 18
netlist.area_leader.share = 0.542
postSynthSeqShare = 0

[cells_and_area]
fin_area_um2 = 313
area_delta_synth_final_pct = 112
clock_buffers = 0
regArea_um2 = 0
num-fill-cells = 404
seq_cells = 0
final_cells = 74
drive_gt1_frac = 0.500

[timing]
finalCritPeriodShare = 1.12
max-slew-margin-rel = 0.927
tightest_slew_ns = 0.110
maxSlewViolCount = 0
setup_viol = 2
finalHoldViolCount = 0
period_needed_ns = 2.57
fmax_ghz = 0.389
rsz0062_at_grt = "yes"
layout_setup_ws_ns = -0.267

[grt]
antenna_found_initial = 0
grt_start_max_net_pins = 2
gr-usage-all-layers = 0.0144
grt_first_pass_wirelength_um = 696
overflow = 0
grt_pass1_vias = 135

[setup_path]
critPathRequiredTime_ns = 1.84
crit_fanout = 1
critPathKind = "input pin to output pin"
crit_path_start_kind = "input pin"
worst_ep_arrival_time_ns = 2.11
end_kind = "output pin"

[floorplanning]
io_pins = 14
fp_util = 0.0432
fp.dieH_um = 80
die_w_um = 80
die_area_um2 = 6400
core_um2 = 3420
rows = 21

[place]
place_inst = 74
placed_cell_area_um2 = 320
numPortBuffers = 14
pre_cts_ws_ns = -1.00
gp_congestion = 0.661
post-dp-hpwl_um = 513

[detailed_routing]
wire_per_inst_um = 6.82
first_pass_iters = 1
finalWirelength_um = 505
drc = 0
vias = 123
ant_nets = 0
vias_per_cell = 1.66
drt_iter0_drc = 0
antennaDiodeCount = 0

[cts]
cts_setup_buffers = 0
cts_hold_buf = 0

[outcome]
status = "finished with violations"
violations = "negative setup slack"

[power]
p_per_area_nw_per_um2 = 179
ir_drop_v = 0.0000199
p_leak_nw = 0.141

[run]
drv_cap = 0
tool_warnings = 35

[min_path]
hp-class = "input pin to output pin"
## power breakdown
part	total [W]	switching (W)	internal, W
clock network	0	0	0
registers	0	0	0
logic	0.0000561	0.0000203	0.0000358
total	0.0000561	0.0000203	0.0000358
## cells in the mapped netlist
master and count:
inv_1 10, fa_1 4, buf_4 4
## worst max-delay path, cell delays in order
cell,delay [ns]
buf_6,0.09
inv_4,0.04
fa_2,0.19
inv_2,0.04
fa_2,0.33
fa_2,0.34
inv_2,0.06
fa_1,0.40
inv_1,0.07
buf_2,0.09
## cell families (layout without fill, tap and decap cells)
group / count (synthesis) / count (layout) / synth area share
fa+ha+maj: 4 / 4 / 0.542
buf+inv: 14 / 24 / 0.458
## per-layer routing
layer  share of wire  up-vias  global-route usage  routed length [µm]
met5               0        -                   0                   0
met4               0        0                   0                   0
met3            0.20        0              0.0125                 101
met2            0.46        7              0.0241                 234
met1            0.34       56              0.0140                 170
li1                -       60                   -                   -
## timing repair
action                                  in CTS  in global routing
pin swaps                                    4                  3
endpoints found under the setup margin       5                  3
gates resized                               31                  2
## layout make-up
type               instances  area, µm²  area share
inverters                 10       42.5       0.136
multi-input cells          4       87.6       0.280
well taps                 46       57.6       0.184
repair buffers            14        125       0.400
## path summary, 6_finish.rpt
path,startpoint,to,slack (ns),depth (start not counted)
setup / recovery,Cin,S[3],-0.27,10
hold / removal,B[1],S[1],1.55,3
## metrics by stage
stage	util	hold slack [ns]	setup TNS (ns)	power [W]
after floorplan	-	1.15	-0.122	0.0000304
after global placement	0.0938	2.00	-3.21	0.0000664
after detailed placement	0.0938	2.00	-3.28	0.0000673
after CTS	0.0927	1.55	-0.608	0.0000601
after global routing	0.0916	1.60	-0.470	0.0000656
final	0.0916	1.55	-0.337	0.0000561
## placed cells by master (no fill, tap or decap)
cell             synthesis  routed
buf_6                    0       3
inv_4                    0       2
clkbuf_2                 0       1
clkdlybuf4s50_1          0       5
buf_2                    0       2
fa_2                     0       3
inv_1                   10       5
inv_2                    0       3
fa_1                     4       1
dlygate4sd2_1            0       3
Power and IR drop assume default switching activity.
