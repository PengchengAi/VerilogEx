## design/flow/run.sh

```bash
#!/bin/bash
# OpenROAD 26Q1-2900-gdf79404cd8, Yosys 0.63+post, stock flow scripts
make -C /OpenROAD-flow-scripts/flow DESIGN_CONFIG=/design/flow/config.mk WORK_HOME=/design/flow/orfs finish
```

## design/flow/config.mk

```make
export PLATFORM = sky130hd
export DESIGN_NAME = cpu
export DESIGN_NICKNAME = cpu
export VERILOG_FILES = /design/flow/design.v
export SDC_FILE = /design/flow/constraint.sdc
export NUM_CORES = 4
export LEC_CHECK = 1
export CORE_UTILIZATION = 30
```

## design/flow/constraint.sdc

```tcl
current_design cpu

set clk_period 2.7
set clk_io_pct 0.2

create_clock -name clk0 -period $clk_period [get_ports {clk}]

set non_clock_inputs [all_inputs -no_clocks]
set_input_delay [expr $clk_period * $clk_io_pct] -clock clk0 $non_clock_inputs
set_output_delay [expr $clk_period * $clk_io_pct] -clock clk0 [all_outputs]
```

## design/flow/design.v

```verilog
module cpu(clk, rst_n, we_n, wr_addr_d, wr_data_d, rd_addr_d, rd_data_d,
           rd_addr_c, rd_data_c, cnt, flag);
  parameter addr_width_d = 5;
  parameter addr_width_c = 3;
  parameter FETCH = 4'b0001,
            OPER  = 4'b0010,
            WRITE = 4'b0100,
            END   = 4'b1000;
  parameter ADD   = 4'b0001,
            MINUS = 4'b0010,
            AND   = 4'b0100,
            OR    = 4'b1000;
  input clk, rst_n;
  output reg we_n;
  output reg [addr_width_d-1:0] wr_addr_d, rd_addr_d;
  output reg [3:0] wr_data_d;
  input [3:0] rd_data_d;
  output reg [addr_width_c-1:0] rd_addr_c;
  input [3:0] rd_data_c;
  input [4:0] cnt;
  output flag;
  reg [3:0] current_state, next_state;
  reg [4:0] counter;
  reg [2:0] step_counter;
  wire step_flag;
  always @(posedge clk or negedge rst_n)
  begin
    if(!rst_n)
    begin
      counter <= 5'b0;
    end
    else
    begin
      if(current_state == END && counter != cnt)
        counter <= counter + 1'b1;
      else
        counter <= counter;
    end
  end
  assign flag = (rst_n && counter == cnt);
  always @(posedge clk or negedge rst_n)
  begin
    if(!rst_n)
      step_counter <= 3'b0;
    else
    begin
      if(current_state == END)
        step_counter <= 3'b0;
      else
        step_counter <= step_counter + 1'b1;
    end
  end
  assign step_flag = (step_counter == 3'b111);
  always @(posedge clk or negedge rst_n)
  begin
    if(!rst_n)
      current_state <= FETCH;
    else
      current_state <= next_state;
  end
  always @(*)
  begin
    if(!rst_n)
      next_state <= FETCH;
    else
    begin
      case(current_state)
        FETCH: if(step_flag) next_state <= OPER; else next_state <= FETCH;
        OPER: if(step_flag) next_state <= WRITE; else next_state <= OPER;
        WRITE: if(step_flag) next_state <= END; else next_state <= WRITE;
        END: next_state <= FETCH;
        default: next_state <= FETCH;
      endcase
    end
  end
  reg [3:0] oper1, oper2, result;
  reg [3:0] opcode;
  always @(posedge clk or negedge rst_n)
  begin
    if(!rst_n)
    begin
      oper1 <= 4'b0;
      oper2 <= 4'b0;
      rd_addr_d <= {addr_width_d{1'b0}};
    end
    else
    begin
      if(current_state == FETCH)
      begin
        if(step_counter == 3'b0)
          rd_addr_d <= 3 * counter;
        else if(step_counter == 3'b001)
          oper1 <= rd_data_d;
        else if(step_counter == 3'b010)
          rd_addr_d <= 3 * counter + 1;
        else if(step_counter == 3'b011)
          oper2 <= rd_data_d;
      end
      else
      begin
        oper1 <= oper1;
        oper2 <= oper1;
        rd_addr_d <= {addr_width_d{1'b0}};
      end
    end
  end
  always @(posedge clk or negedge rst_n)
  begin
    if(!rst_n)
    begin
      opcode <= 4'b0;
      rd_addr_c <= {addr_width_c{1'b0}};
    end
    else
    begin
      if(current_state == FETCH)
      begin
        if(step_counter == 3'b0)
          rd_addr_c <= counter;
        else if(step_counter == 3'b001)
          opcode <= rd_data_c;
      end
      else
      begin
        opcode <= opcode;
        rd_addr_c <= {addr_width_c{1'b0}};
      end
    end
  end
  always @(posedge clk or negedge rst_n)
  begin
    if(!rst_n)
    begin
      result <= 4'b0;
    end
    else
    begin
      if(current_state == OPER && step_counter == 3'b0)
        case(opcode)
          ADD: result <= oper1 + oper2;
          MINUS: result <= oper1 - oper2;
          AND: result <= oper1 & oper2;
          OR: result <= oper1 | oper2;
          default: result <= 4'b0000;
        endcase
      else
        result <= result;
    end
  end
  always @(posedge clk or negedge rst_n)
  begin
    if(!rst_n)
    begin
      wr_data_d <= 4'b0000;
      wr_addr_d <= {addr_width_d{1'b0}};
      we_n <= 1'b1;
    end
    else
    begin
      if(current_state == WRITE && step_counter == 3'b0)
      begin
        wr_data_d <= result;
        wr_addr_d <= 3 * counter + 2;
        we_n <= 1'b0;
      end
      else
        we_n <= 1'b1;
    end
  end
endmodule
```

==> notes.org <==
#+TITLE: Implementation results

** Final timing
- The pin closest to its max-slew limit shows a slew of 608 ps.
- In the final report, the number of pins over their slew limit comes to 0.
- Max_slew headroom :: 0.595
- Tcrit/Tclk final :: 0.947
- Final hold violation count :: 0
- Setup Total Neg Slack :: 0 ps
- Final number of setup-violating endpoints :: 0
- RSZ-0062 raised after global routing :: no
- Per the timing report, the achievable frequency comes out to 391 MHz.
- Across all setup checks in the final design, the least slack found is 144 ps.
- Tmin final :: 2560 ps
- Final hold analysis gives a worst-case slack of 418 ps.
- Between clock sinks in the finished design, the worst skew comes to 1.89 ps.

** Clock tree
- Quantity of hold-fixing buffers added after cts :: 0
- H-tree depth :: 2
- Per the CTS log, the root buffer master is sky130_fd_sc_hd__clkbuf_8.
- Cts bufs inserted :: 5
- The skew report gives the latency at the later pin of the worst-skew pair as 300 ps.
- The clock passes through at most 2 buffers.
- The clock tree has to reach 46 sinks.
- Clock tree from TritonCTS :: built
- Per the repair_timing log after CTS, setup buffers inserted total 0.
- Looking at the worst setup and hold paths, the clock pins of their registers show a slew of 80 ps.

** Place
- Instance area at placement :: 3010 um2
- Pre-CTS worst setup slack :: 32.1 ps
- The final weighted congestion recorded by global placement is 0.821.
- Number of port buffers :: 33
- Summed over all nets, the half-perimeter wirelength after detailed placement is 3540 um.

** Logic synthesis
- Cells in synth_stat.txt :: 240
- FF+latch count, synth :: 46
- Share of the yosys chip area belonging to registers :: 0.448
- FFs w/ async S/R, synth :: 1.00
- Post-Synthesis Cell Area :: 2570 um2
- Count of flip-flops with a built-in enable after synthesis :: 0
- Warnings from Yosys :: 1
- Per the synth stats, the flop cell with the highest instance count is sky130_fd_sc_hd__dfrtp_1.
- After technology mapping, the gate count stands at 240.
- The netlist uses 49 different library cells.
- Yosys chip area :: 2570 um2
- Post-synthesis average cell area :: 10.7 um2

** Final layout
- In this run the layout overhead on the synthesized area is reported as 21.7%.
- The finished cells cover 3130 um2.
- Post-Route Utilization :: 0.379
- Layout cell share with drive strength beyond 1 :: 0.126
- After filler insertion, the fill cell instance count of the layout stands at 820.

** Worst setup path
- In this design, the critical path's most frequently occurring cell is sky130_fd_sc_hd__clkdlybuf4s50_1.
- Along the critical path, the tally of buffer and inverter instances is 2.
- Worst endpoint required time :: 2160 ps
- Cell chain of the critical path :: clkdlybuf4s50_1 -> xor2_1 -> nor3_2 -> and3_1 -> clkdlybuf4s50_1
- For this run, the slowest stage of the critical path takes 450 ps.
- The worst setup path is captured at an output port.
- The OpenROAD report gives the critical path a data arrival time of 2020 ps.
- Per the STA report, the cell with the highest stage delay on the worst path is sky130_fd_sc_hd__clkdlybuf4s50_1.
- Cell class contributing the biggest share of worst-path delay :: buffers and inverters
- Reg2reg path depth :: 6
- Slack of the worst reg-to-reg path :: 390 ps
- The critical path crosses 5 cells after its start point.
- Type of the worst setup path :: input port to output port
- Worst-path maximum fanout :: 2
- Kind of launch point of the worst setup path :: input port

** Global route
- The number of antenna violations at the first check in global routing is 0.
- Overall routing resource usage recorded by global route was 0.118.
- Summed over all layers, the global routing overflow is 0.
- The first global-routing pass estimated 8130 um of wire.
- Largest net degree at the start of global routing :: 51
- Via count of the first global-routing pass :: 1681

** Die
- Height of the chip :: 94.6 um
- Effective utilization at floorplan :: 0.312
- Die area :: 8950 um2
- Die extent in x :: 94.6 um
- 34 I/O pins were placed.
- The report lists the number of standard-cell rows as 33.
- According to the floorplan report, the placeable core area is 8260 um2.

** Pwr
- In this run the static leakage power is 1.44 nW.
- In this run the VDD rail shows a maximum IR drop of 0.304 mV.
- Total power normalized to cell area comes to 837 nW/um2.

** Drt
- Antenna diode count :: 0
- The first TritonRoute pass finished after 4 iterations.
- Routed wire length per instance :: 12.6 um
- Summed over all layers, the routed wires come to 4820 um.
- Vias per cell :: 4.63
- Number of remaining DRC errors :: 0
- 1st-iter DRT viols :: 89
- Via total after detailed routing :: 1772
- Remaining antenna violation count after routing :: 0

** Run status
- The flow ran to the end, and the final reports show no timing, DRC or antenna violations.

** Flow run
- Tool warning count :: 32
- Per the run summary, max-cap violations total 0.

** Worst hold path
- Checking hold timing, the worst path is listed with class input port to async pin.
cell type report:
class / count / area, um2 / share of cell area
clock inverters: 3 / 43.8 / 0.0140
flip-flops and latches: 46 / 1150 / 0.368
well taps: 105 / 131 / 0.0419
inverters: 15 / 56.3 / 0.0180
repair buffers: 36 / 348 / 0.111
clock buffers: 5 / 68.8 / 0.0220
multi-input cells: 173 / 1330 / 0.425
synth_stat cells, types with 4 or more instances:
cell	count	area (um2)
sky130_fd_sc_hd__dfrtp_1	44	1100
sky130_fd_sc_hd__a22o_1	4	35.0
sky130_fd_sc_hd__nand2_1	27	101
sky130_fd_sc_hd__a21oi_1	9	45.0
sky130_fd_sc_hd__a21o_1	4	30.0
sky130_fd_sc_hd__xor2_1	10	87.6
sky130_fd_sc_hd__o21ai_0	11	55.1
sky130_fd_sc_hd__inv_1	13	48.8
sky130_fd_sc_hd__xnor2_1	11	96.3
sky130_fd_sc_hd__mux2i_1	7	70.1
sky130_fd_sc_hd__mux2_2	9	101
sky130_fd_sc_hd__nor2b_1	4	25.0
sky130_fd_sc_hd__nand3_1	7	35.0
sky130_fd_sc_hd__ha_1	17	213
sky130_fd_sc_hd__nor2_1	11	41.3
repair_timing:
item	CTS	global route
resized	0	1
endpoints found under the hold margin	0	0
endpoints found under the setup margin	0	1
per-stage QoR:
| step | std cells | total power, mW |
|---|---|---|
| 6_report | 383 | 2.62 |
| 5_1_grt | 383 | 2.86 |
| 4_1_cts | 383 | 2.66 |
| 3_5_place_dp | 375 | 2.12 |
| 3_3_place_gp | 375 | 2.11 |
| 2_1_floorplan | 240 | 1.83 |
worst paths after layout:
kind | startpoint | to
max | cnt[3] | flag
min | rst_n | oper1[1]
max reg2reg | counter[0] | rd_addr_d[4]
min reg2reg | wr_addr_d[1] | wr_addr_d[1]
max in group asynchronous | rst_n | counter[2]
min in group clk0 | wr_addr_d[1] | wr_addr_d[1]
cell usage in the layout (no fill, tap or decap), drive strengths merged, types with 2 or more instances in the layout:
cell type,netlist,final
clkbuf,1,5
nand2,27,27
a21oi,10,10
inv,15,16
fa,2,2
nor2b,5,5
xor2,11,11
a22oi,2,2
nor4b,3,3
and3,3,3
a21o,4,4
nand3,7,7
mux2,12,12
nor3,3,3
dfstp,2,2
o21ai,13,13
clkdlybuf4s50,0,32
nand3b,2,2
a21boi,4,4
dfrtp,44,44
nor2,11,11
xnor2,12,12
buf,5,4
ha,17,17
mux2i,7,7
nand4,2,2
a22o,4,4
o22ai,2,2
sequential cells by signal (all words and copies together) (netlist names), 4 cells and up:
name,count
counter,5
current_state,4
opcode,4
oper1,4
oper2,4
rd_addr_d,5
result,4
wr_addr_d,5
wr_data_d,4
kinds of logic after synthesis:
| logic type | count (synthesis) | share of synthesized area |
|---|---|---|
| flip-flops | 46 | 0.448 |
| XOR/XNOR | 23 | 0.0841 |
| AND/OR/NAND/NOR | 68 | 0.138 |
| adder cells (fa/ha/maj) | 19 | 0.0982 |
| AND-OR/OR-AND | 44 | 0.115 |
| buffers and inverters | 21 | 0.0365 |
| multiplexers | 19 | 0.0798 |
routing by layer:
| layer | vias to the layer above | track usage | routed length (um) |
|---|---|---|---|
| met5 | - | 0 | 0 |
| met4 | 0 | 0.0303 | 146 |
| met3 | 8 | 0.0180 | 182 |
| met2 | 25 | 0.176 | 2100 |
| met1 | 843 | 0.185 | 2390 |
| li1 | 896 | - | - |
where the power goes:
part / leakage (nW) / switching (mW) / internal (mW) / total [mW]
clock network: 0.0585 / 0.238 / 0.277 / 0.515
registers: 0.586 / 0.198 / 0.849 / 1.05
logic: 0.795 / 0.511 / 0.548 / 1.06
Power is estimated from default activity; no workload was simulated.
